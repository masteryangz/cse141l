## /design/flow/run.sh

```bash
#!/bin/bash
# OpenROAD 26Q1-2900-gdf79404cd8, Yosys 0.63+post, stock flow scripts
make -C /OpenROAD-flow-scripts/flow DESIGN_CONFIG=/design/flow/config.mk WORK_HOME=/design/flow/orfs finish
```

## /design/flow/config.mk

```make
export PLATFORM = sky130hd
export DESIGN_NAME = top_level
export DESIGN_NICKNAME = top_level
export VERILOG_FILES = /design/flow/design.v
export SDC_FILE = /design/flow/constraint.sdc
export NUM_CORES = 4
export LEC_CHECK = 1
export CORE_AREA = 10 10 70 70
export DIE_AREA = 0 0 80 80
export SYNTH_HDL_FRONTEND = slang
export SYNTH_MEMORY_MAX_BITS = 65536
```

## /design/flow/constraint.sdc

```tcl
current_design top_level

set clk_period 2.4
set clk_io_pct 0.2

create_clock -name clk0 -period $clk_period [get_ports {clk}]

set non_clock_inputs [all_inputs -no_clocks]
set_input_delay [expr $clk_period * $clk_io_pct] -clock clk0 $non_clock_inputs
set_output_delay [expr $clk_period * $clk_io_pct] -clock clk0 [all_outputs]
```

## /design/flow/design.v

```verilog
module Control #(parameter opwidth = 3)(
  input[opwidth-1:0] ALUOp,
  output logic branch, ldImmed,
    MemtoReg, MemWrite, RegWrite);
always_comb begin
  branch 	  = 'b0;    
  MemWrite  =	'b0;    
  ldImmed	  =	'b0;    
  RegWrite  =	'b1;    
  MemtoReg  =	'b0;    
case(ALUOp)     
  'b000:  ldImmed    = 'b1;
  'b011:  begin
            branch   = 'b1;
            RegWrite = 'b0; 
  end
  'b101:  begin
            branch   = 'b1;
            RegWrite = 'b0;
  end
  'b110:  MemtoReg   = 'b1;
  'b111:  begin
            MemWrite = 'b1;
            RegWrite = 'b0;
  end
endcase
end
endmodule
module PC #(parameter D=12)(
  input clk,
  input       [D-1:0] prog_ctr_in,	
  output logic[D-1:0] prog_ctr_out
);
  always_ff @(posedge clk) prog_ctr_out <= prog_ctr_in;
endmodule
module PC_LUT #(parameter D=12)(
  input[2:0]          how_high,	    
  output logic[D-1:0] target);
  always_comb case(how_high)
    0: target = 2;  
    1: target = 10; 
	2: target = 22; 
	3: target = -30; 
	4: target = 314; 
	5: target = -316; 
	6: target = 346; 
	7: target = -352; 
	default: target = 'b0;   
  endcase
endmodule
module alu(
  input[2:0] ALUOp,     
  input[7:0] inA, inB,	  
  output logic[7:0] rslt,
	output logic taken      
);
always_comb begin 
  rslt = 'b0;            
  taken = 'b0;
  case(ALUOp)
    3'b000:  
      rslt = inB;
    3'b001: rslt = inA >>> 1;
    3'b010: rslt = inA + inB;
	  3'b011:  
	    if(inA[7]==1) taken = 1;
    3'b100:  
	    rslt = inA ^ inB;
	  3'b101:  
	    if(inA==0) taken = 1;
    3'b110:  
      rslt = inB;
    3'b111:  
      rslt = inB;
  endcase
end
endmodule
module dat_mem (
  input[7:0] dat_in,
  input      clk,
  input      wr_en,	           
  input[7:0] addr,		       
  output logic[7:0] dat_out);
  logic[7:0] core[256];        
  assign dat_out = core[addr];
  always_ff @(posedge clk)
    if(wr_en)				   
      core[addr] <= dat_in; 
endmodule
module instr_ROM #(parameter D=12)(
  input       [D-1:0] prog_ctr_out,     
  output logic[ 8:0] mach_code);
  logic[8:0] core[2**D];
  initial							     
    $readmemb("D:/cse141l/code/mach_code.txt",core);
  always_comb  mach_code = core[prog_ctr_out];
endmodule
module nextPC #(parameter D=12)(
  input start,
        branch,
        taken,
  input       [D-1:0] start_address,
  input       [D-1:0] target,	 
  input       [D-1:0] prog_ctr_out,
  output logic[D-1:0] prog_ctr_in
);
always_comb begin
  if(start) prog_ctr_in = start_address;
	else if(branch && taken) prog_ctr_in = prog_ctr_out+target;
  else prog_ctr_in = prog_ctr_out+1;
end
endmodule
module reg_file #(parameter pw=3)(
  input[7:0] dat_in,
  input      clk,
  input      wr_en,            
  input[pw-1:0] wr_addr,		   
              rd_addrA,		   
			  rd_addrB,
  output logic[7:0] datA,  
                    datB);
  logic[7:0] core[2**pw];     
  assign core[0] = 0;
  assign core[1] = 0;
  assign core[2] = 0;
  assign core[3] = 0;
  assign core[4] = 0;
  assign core[5] = -1;
  assign core[6] = 1;
  assign core[7] = 64;
  assign datA = core[rd_addrA];
  assign datB = core[rd_addrB];
  always_ff @(posedge clk)
    if(wr_en) core[wr_addr] <= dat_in; 
endmodule
module top_level(
  input        clk, start, 
  output logic done);
  parameter D = 12,                    
            A = 3;             		     
  logic[D-1:0] target, 			           
              prog_ctr_in,
              prog_ctr_out;
  logic        RegWrite;
  logic[7:0]   datA,datB,		           
              muxB, 
              muxA,
			     rslt;                    
  logic        branch,                  
              taken,
              MemWrite,
              MemtoReg,
              ldImmed;		               
  logic[A-1:0] ALUOp;
  logic[8:0]   mach_code;               
  logic[A-1:0]   rd_addrA, rd_addrB;       
  logic[2:0]   how_high;
  logic[2:0]   immed;
  logic[D-1:0] start_address;
  logic[7:0] dat_out;
  assign start_address = 0;
  assign rd_addrB = mach_code[2:0];
  assign rd_addrA = mach_code[5:3];
  assign ALUOp = mach_code[8:6];
  assign immed = mach_code[2:0];
  assign how_high = mach_code[2:0];
  PC #(.D(D)) 					   
     pc1 (.clk              ,
		      .prog_ctr_in      ,
          .prog_ctr_out     );
  PC_LUT 
    pl1 (.how_high,
         .target          );   
  nextPC #(.D(D))
    np (.start,
        .branch,
        .taken,
        .start_address,
        .target,
        .prog_ctr_out,
        .prog_ctr_in);
  instr_ROM ir1(.prog_ctr_out,
                .mach_code);
  Control ctl1(
  .ALUOp    , 
  .branch   , 
  .MemWrite , 
  .ldImmed  , 
  .RegWrite ,     
  .MemtoReg);
  assign muxB = MemtoReg? dat_out : rslt;
  assign muxA = ldImmed? immed : muxB;
  reg_file #(.pw(3)) rf1(.dat_in(muxA),
              .clk,
              .wr_en(RegWrite),
              .rd_addrA,
              .rd_addrB,
              .wr_addr(rd_addrA),       
              .datA,
              .datB); 
  alu alu1(.ALUOp,
           .inA(datA),
		       .inB(datB),
		       .rslt,
           .taken);  
  dat_mem dm(.dat_in(datA)  ,   
             .clk           ,
			       .wr_en(MemWrite),   
			       .addr(rslt),
             .dat_out);
  assign done = prog_ctr_out == 460;
endmodule
```

==> GITHUB_STEP_SUMMARY <==
## Synthesis and layout report

| Metric | Value |
|---|---|
| Clock power share | `41.0%` |
| Distinct lib cells | `21` |
| Sequential Power Share | `53.3%` |
| IO buf count | `2` |
| Detailed placement HPWL | `683 um` |
| CTS hold repair buffers | `0` |
| DRT antenna net count | `0` |
| Pre-CTS WS | `0.109 ns` |
| FP Util | `16.3%` |
| Cell breakdown of the critical path | `inv_1 > ha_1 > nand2b_1 > or4_1 > nor4b_2 > dlygate4sd2_1` |
| # Max-Cap Violations | `0` |
| VDD IR max | `0.412 mV` |
| Clock buffer depth | `2` |
| Critical path peak fanout | `5` |
| Status | `complete, no violations` |
| Cell Pwr Density | `561 mW/mm2` |
| Die Area | `0.00640 mm2` |
| Seq share, synth | `43.0%` |
| HP Class | `flip-flop to flip-flop` |
| Via count | `453` |
| CTS sink cnt | `12` |
| Ant. Diodes | `0` |
| Switching pwr | `82.4 uW` |
| Final setup vio count | `0` |
| Post-CTS Setup Inserts | `0` |
| Relative slew slack | `70.4%` |
| Max reg flops | `12` |
| P_leak | `0.225 nW` |
| Area Overhead vs Synth | `24.2%` |
| Starting DRC count in detailed routing | `15` |
| RSZ-0062 raised after global routing | `no` |
| Root buf cell | `clkbuf_4` |
| Row count | `21` |
| Syn. warnings | `0` |
| Grt total ovfl | `0` |
| Sw frac | `21.2%` |
| Width of the die | `80 um` |
| Clock Pin Slew Worst Setup and Hold Paths | `0.07 ns` |
| Cells after DPL | `113` |
| Post-Route WL | `997 um` |
| Comb pwr share | `5.7%` |
| Yosys cell count | `63` |
| Setup slack after layout | `0.154 ns` |
| Vias per cell | `3.87` |
| Top reg by flops | `pc1.prog_ctr_out` |
| Slowest CP cell | `or4_1` |
| Clk latency of the worst-skew pair | `0.27 ns` |
| Pin count of the biggest net entering global routing | `13` |
| GRT Total Usage | `3.22%` |
| Max Slew Vio Count | `0` |
| Largest registers | `pc1.prog_ctr_out x12` |
| Fin. Hold Viols | `0` |
| # H-tree levels | `1` |
| Mapped cell area | `558 um2` |
| Maximum clock frequency | `445 MHz` |
| CP max stage delay | `0.42 ns` |
| Wirelength per Cell | `8.52 um` |
| Number of global-route vias before repair | `405` |
| Crit path launch type | `flip-flop` |
| CP Class | `flip-flop to primary output` |
| Ports | `3` |
| Ratio of cells with drive above 1 in the final layout | `18.3%` |
| Core Region | `0.00342 mm2` |
| First-pass iteration count of the detailed router | `4` |
| Routability Congestion | `0.784` |
| Post-Layout Cell Count | `117` |
| Initial antenna violation count | `0` |
| Post_cts resized | `3` |
| Synthesized instance count | `63` |
| CTS buffer count | `3` |
| Dpl cell area | `651 um2` |
| First-pass GRT wire length | `1.77 mm` |
| Tool Warnings | `26` |
| Setup TNS | `0 ns` |
| Req. time, crit path | `1.92 ns` |
| Design Area, Final | `693 um2` |
| Skew final | `0.000397 ns` |
| Tmin final | `2.25 ns` |
| Yosys stat chip area | `558 um2` |
| Die height | `80 um` |
| CTS tree | `done` |
| DRC Markers | `0` |
| Seq cells post-synth | `12` |
| Crit path capture type | `primary output` |
| Cell-internal power | `306 uW` |
| Arr. time, crit path | `1.77 ns` |
| Syn Area/Cell | `8.86 um2` |
| Worst-Margin Slew | `0.443 ns` |
| Post-layout period usage | `93.6%` |
==> area by class of cell <==
cell class                 count  area (um2)
fill                         392        2720
clock buffer                   4        36.3
multi-input combinational     45         294
timing repair buffer           6        48.8
tap                           46        57.6
inverter                       4        15.0
sequential                    12         241
==> cells by family (layout without fill, tap and decap cells) <==
| family | Yosys count | count (layout) | share of synthesized area, % |
|---|---|---|---|
| adder cells (fa/ha/maj) | 2 | 2 | 4.48 |
| AND-OR/OR-AND | 14 | 14 | 14.3 |
| AND/OR/NAND/NOR | 26 | 26 | 28.0 |
| flip-flops | 12 | 12 | 43.0 |
| XOR/XNOR | 3 | 3 | 4.71 |
| buffers and inverters | 6 | 14 | 5.38 |
==> final timing paths <==
path	from	end	slack (ns)	cells after the start
setup / recovery	pc1.prog_ctr_out[1]	done	0.15	6
hold / removal	pc1.prog_ctr_out[11]	pc1.prog_ctr_out[11]	0.49	2
setup reg to reg	pc1.prog_ctr_out[2]	pc1.prog_ctr_out[11]	0.91	4
hold reg to reg	pc1.prog_ctr_out[11]	pc1.prog_ctr_out[11]	0.49	2
==> metrics by stage <==
step	hold slack, ns	total power [mW]	utilization, %
floorplan	0.441	0.224	-
global placement	0.467	0.233	19.0
detailed placement	0.468	0.233	19.0
CTS	0.489	0.395	20.3
global route	0.500	0.407	20.3
finish	0.488	0.389	20.3
==> cell usage in the layout (no fill, tap or decap) <==
cell type        Yosys  final
a21oi_1              7      7
buf_4                0      4
clkbuf_4             0      3
clkbuf_8             0      1
clkdlybuf4s50_1      0      1
dfxtp_1             12     11
dfxtp_2              0      1
dlygate4sd2_1        0      1
ha_1                 2      2
inv_1                4      4
nand2_1              3      3
nand2b_1             1      1
nand3_1              5      5
nand4_1              2      2
nand4_2              1      1
nor2_1               4      4
nor2b_1              1      1
nor4b_2              0      1
o21ai_0              3      3
o31ai_1              4      4
or3_1                1      1
or3_2                2      2
or4_1                5      5
xnor2_1              1      1
xor2_1               2      2
==> power by group through the flow <==
stage                 logic (mW)  clock network (mW)  registers [mW]
after CTS                 0.0224               0.165           0.207
after global routing      0.0251               0.175           0.208
final                     0.0222               0.159           0.207
==> routing by layer <==
layer	part of all wire [%]	global-route usage [%]
met3	6.5	1.36
met1	52	4.61
met4	0	0.176
met2	41	4.57
met5	0	0
==> cells in the mapped netlist <==
library cell | n | area, um2
xnor2_1 | 1 | 8.76
nor2b_1 | 1 | 6.26
or3_2 | 2 | 15.0
dfxtp_1 | 12 | 240
clkbuf_1 | 1 | 3.75
nand2b_1 | 1 | 6.26
o31ai_1 | 4 | 30.0
a21oi_1 | 7 | 35.0
or3_1 | 1 | 6.26
nor2_1 | 4 | 15.0
or4_1 | 5 | 37.5
o21ai_0 | 3 | 15.0
nand3_1 | 5 | 25.0
xor2_1 | 2 | 17.5
buf_6 | 1 | 11.3
nor4b_1 | 1 | 8.76
inv_1 | 4 | 15.0
nand2_1 | 3 | 11.3
nand4_2 | 1 | 12.5
nand4_1 | 2 | 12.5
ha_1 | 2 | 25.0
==> worst max-delay path: cells and delay by family, from the launching register on <==
kind | cells | cell delay (ns)
fa+ha+maj | 1 | 0.14
buf+inv | 2 | 0.28
flops | 1 | 0.35
simple gates | 3 | 0.73
Power is estimated from default activity; no workload was simulated.
