==> design.v <==
module robertsons #(parameter N = 4) (
    input clk,
    input reset,    
    input [N-1:0] q,  
    input [N-1:0] m,  
    output done,
    output [2*N-1:0] p  
);
    typedef enum logic { ADD, SUB } op_state;
    op_state state;  
    localparam COUNT = N;  
    logic done_t;
    logic [N-1:0] accumulator;
    logic [N-1:0] accumulator_sum;
    logic sign;
    logic [N-1:0] multiplier;
    logic [N-1:0] multiplicand;
    logic [2*N-1:0] product;
    logic [N-1:0] temp_buffer;
    logic [$clog2(COUNT):0] counter;
    logic sign_new;
    always_ff @ (posedge clk) begin
        if (!reset) begin
            multiplicand <= m;
            sign <= 'b0;
            product <= 'b0;
            done_t <= 'b0;
            counter <= 'b0;
        end else begin
            sign <= sign_new;
            product <= {sign_new, accumulator_sum, multiplier[N-1:1]};
            counter <= counter + 1;
            if (counter == COUNT - 1) begin
                done_t <= 'b1;
            end
        end
    end
    always_comb begin
        sign_new = 'b0;
        if (counter == 0) begin
            multiplier = q;
        end else begin
            multiplier = product[N-1:0];
        end
        accumulator = product[2*N-1:N];
        temp_buffer = multiplicand & {N{multiplier[0]}};
        if (counter < (N - 1)) begin
            accumulator_sum = accumulator + (temp_buffer);
            sign_new = (multiplicand[3] & multiplier[0]) | sign;
            state = ADD;  
        end else begin
            accumulator_sum = accumulator - (temp_buffer);
            sign_new = multiplicand[3] ^ multiplier[0];
            state = SUB;  
        end
    end
    assign done = done_t;
    assign p = product;
endmodule
==> run.sh <==
#!/bin/bash
# OpenROAD 26Q1-2900-gdf79404cd8, Yosys 0.63+post, stock flow scripts
make -C /OpenROAD-flow-scripts/flow DESIGN_CONFIG=/design/flow/config.mk WORK_HOME=/design/flow/orfs finish
==> config.mk <==
export PLATFORM = sky130hd
export DESIGN_NAME = robertsons
export DESIGN_NICKNAME = robertsons
export VERILOG_FILES = /design/flow/design.v
export SDC_FILE = /design/flow/constraint.sdc
export NUM_CORES = 4
export LEC_CHECK = 1
export CORE_AREA = 10 10 76 76
export DIE_AREA = 0 0 86 86
export SYNTH_HDL_FRONTEND = slang
==> constraint.sdc <==
current_design robertsons

set clk_period 2.9
set clk_io_pct 0.2

create_clock -name clk0 -period $clk_period [get_ports {clk}]

set non_clock_inputs [all_inputs -no_clocks]
set_input_delay [expr $clk_period * $clk_io_pct] -clock clk0 $non_clock_inputs
set_output_delay [expr $clk_period * $clk_io_pct] -clock clk0 [all_outputs]
==> Changelog: implementation <==
### Metrics

* Post-synthesis cell count from yosys at 74
* Ports at 19
* Path class of the lowest-slack min-delay path: register to register
* Placed cell count at 144
* Synth cell count leaders: 13 x sky130_fd_sc_hd__nor2_1, 12 x sky130_fd_sc_hd__dfxtp_1, 7 x sky130_fd_sc_hd__ha_1
* Total of hold buffers inserted after clock tree synthesis at 0
* Syn Std Cell Area at 757.0 sq um
* Diode count at 0
* P_int at 0.0005362 W
* Latency at later pin at 0.24 ns
* Leak at 0.4493 nW
* AND/OR/NAND/NOR Cells, Area Fraction at 0.1471
* Final critical-path share of the clock period at 0.9244
* Tally of non-filler cells in the final layout at 148
* Post-synth cell types at 28
* First-pass GRT wire length at 2.801 mm
* Summed standard-cell area reported by yosys at 757.0 sq um
* Final estimated routing congestion in global placement at 0.8169
* Critical path start-end classification: register to register
* Area Overhead vs Synth at 41.32%
* Most popular library cell in the synthesized design by count: sky130_fd_sc_hd__nor2_1
* Setup repair after global routing missed its margin: no
* Max_slew headroom at 0.6860
* Yosys xor share at 0.04628
* Pin slew with the least headroom to its limit at 0.4704 ns
* Die ar. at 7396 sq um
* Part of the total power dissipated in the clock network at 0.266
* Fraction of the yosys area taken by sequential cells at 0.4760
* Post-detailed-routing wire length at 1.561 mm
* Seq pwr share at 0.401
* Post-synth ARST share at 0
* Top flip-flop cell by instance count after synthesis: sky130_fd_sc_hd__dfxtp_1
* Post-synth area hogs: sky130_fd_sc_hd__dfxtp_1 32%, sky130_fd_sc_hd__edfxtp_1 16%, sky130_fd_sc_hd__ha_1 12%, sky130_fd_sc_hd__nor2_1 6.4%, sky130_fd_sc_hd__mux2i_1 4.0%
* First-pass detailed-route iteration total at 2
* TritonCTS buffer count at 3
* Final hold slack at 0.4669 ns
* Via count normalized by instance count at 3.764
* Worst Setup Start Kind: register
* Net load switching power at 0.0001952 W
* Max-slew violation total from the final report at 0
* Number of setup buffers added after CTS at 0
* Worst-path maximum fanout at 4
* Post-synthesis area per instance at 10.23 sq um
* Adder Share, Synth at 0.1421
* Buffer levels on the longest clock path at 2
* Area inside the core boundary at 4115 sq um
* Count of flip-flops with a built-in enable after synthesis at 4
* Initial detailed-routing violation count at 5
* Result of the run: finished, final reports clean
* Power Density at 683.7 nW/um^2
* Final hold vios at 0
* Mux contribution to synthesized area at 0.05950
* Final total negative setup slack at 0 ns
* #FFs+latches synth at 16
* Total number of H-tree levels at 1
* Clock sink count at 16
* Final antenna-violating net count at 0
* Max frequency at 373.0 MHz
* Combinational family with the most area after synthesis: simple AND/OR/NAND/NOR gates
* Tmin final at 2.681 ns
* Area leader, netlist: sky130_fd_sc_hd__dfxtp_1
* Yosys warns at 0
* Peak ir drop on the vdd network at 300.3 uV
* Setup-failing EPs final at 0
* Starting Density at 0.1839
* Clock-pin slew on the worst setup and hold paths at 0.06 ns
* Number of instances in the synthesized netlist at 74
* Combinational cell fraction of total power at 0.333
* Clock tree from TritonCTS: yes
* DR DRC count at 0
* Post-synth top area share at 0.3174
* Share of total power consumed by net switching at 0.2669
* Row cnt at 23
* Worst-case clock skew at 0.0005331 ns
* Buffer type at the clock tree root: sky130_fd_sc_hd__clkbuf_8
* Wirelength per Cell at 10.55 microns
* CP Capture Type: register
* Ratio of cells with drive above 1 in the final layout at 0.1020
* Overflow after GRT at 0
* Data required time of the critical path at 3.09 ns
* Total via count in the routed design at 557
* Die X at 86 microns
* Total of buffers placed on input and output ports at 18
* Crit path DAT at 2.87 ns
* Post_cts resized at 0
* Pin count of the biggest net entering global routing at 16
* AND-OR/OR-AND Cells, Area Fraction at 0.06942
* Number of OpenROAD warnings at 26
* Initial antenna violation count at 0
* Combined global-route utilization of all metal layers at 0.04411
* Via count of the first global-routing pass at 572
* Max-cap violations at 0
* Die outline height at 86 microns
==> critical path: stages, from the launching register on <==
cell and delay (ns):
sky130_fd_sc_hd__dfxtp_1 0.38, sky130_fd_sc_hd__inv_1 0.06, sky130_fd_sc_hd__ha_1 0.18, sky130_fd_sc_hd__nor2b_1 0.15, sky130_fd_sc_hd__mux2_4 0.22, sky130_fd_sc_hd__nand2_1 0.07, sky130_fd_sc_hd__ha_1 0.19, sky130_fd_sc_hd__nand2b_1 0.15
sky130_fd_sc_hd__xnor2_1 0.19, sky130_fd_sc_hd__ha_1 0.20, sky130_fd_sc_hd__or3_1 0.11, sky130_fd_sc_hd__o21ai_0 0.07, sky130_fd_sc_hd__a31o_1 0.20, sky130_fd_sc_hd__or4_1 0.39, sky130_fd_sc_hd__nand2_1 0.07
==> power groups by stage <==
stage	clock (W)	sequential, W	combinational, W
final	0.000194	0.000293	0.000244
after CTS	0.000201	0.000294	0.000252
after global routing	0.000213	0.000300	0.000282
==> metrics by stage <==
stage,area (sq um),power (W),setup WS [ns],utilization
after floorplan,757.0,0.0004290,0.1799,-
after CTS,1070,0.0007476,0.2166,0.2600
after global placement,1015,0.0005404,0.03635,0.2466
after global routing,1070,0.0007947,0.005435,0.2600
after detailed placement,1015,0.0005484,-0.004494,0.2466
final,1070,0.0007314,0.2193,0.2600
==> cells in the final DEF, fill, tap and decap left out, types with 2 or more instances in the layout <==
cell type,synthesis,layout
sky130_fd_sc_hd__xor2_1,3,3
sky130_fd_sc_hd__nor2_1,13,13
sky130_fd_sc_hd__clkbuf_8,0,4
sky130_fd_sc_hd__mux2i_1,3,3
sky130_fd_sc_hd__nand2_1,5,5
sky130_fd_sc_hd__dfxtp_1,12,12
sky130_fd_sc_hd__clkdlybuf4s50_1,0,18
sky130_fd_sc_hd__inv_1,6,6
sky130_fd_sc_hd__edfxtp_1,4,4
sky130_fd_sc_hd__ha_1,7,7
sky130_fd_sc_hd__a21oi_1,2,2
sky130_fd_sc_hd__buf_4,1,5
==> routing by layer <==
layer  vias up  global-route usage  wire length, microns
met5         -                   0                     0
met4         0            0.008982                    14
met3         2             0.01811                   119
met2        13             0.06558                   711
met1       247             0.05886                   715
li1        295                   -                     -
==> sequential cells by signal, summed over array words and instances (netlist names) <==
| signal | count |
|---|---|
| counter | 3 |
| done | 1 |
| multiplicand | 4 |
| p | 7 |
| sign | 1 |
==> cells by family after synthesis <==
group / after synthesis
adders and majority gates: 8
buffers and inverters: 9
and+or+nand+nor: 25
xor gates and xnor gates: 4
AOI/OAI and AO/OA: 8
muxes: 4
DFF: 16
==> worst paths after layout <==
path	startpoint	end	slack, ns	cells past startpoint
hold / removal	done	done	0.47	2
hold reg to reg	done	done	0.47	2
setup / recovery	counter[0]	p[6]	0.22	14
setup reg to reg	counter[0]	p[6]	0.22	14
==> cell type report <==
class / instances / area [sq um]
fillers: 437 / 3045
flip-flops and latches: 16 / 360.3
multi-input cells: 49 / 351.6
repair buffers: 23 / 217.7
well taps: 50 / 62.56
clock buffers: 4 / 55.05
inverters: 6 / 22.52
Power and IR drop assume default switching activity.
